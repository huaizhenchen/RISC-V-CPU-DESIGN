===== design/flow/run.sh =====
#!/bin/bash
# OpenROAD 26Q1-2900-gdf79404cd8, Yosys 0.63+post, stock flow scripts
make -C /OpenROAD-flow-scripts/flow DESIGN_CONFIG=/design/flow/config.mk WORK_HOME=/design/flow/orfs finish

===== design/flow/config.mk =====
export PLATFORM = sky130hd
export DESIGN_NAME = Datapath
export DESIGN_NICKNAME = Datapath
export VERILOG_FILES = /design/flow/design.v
export SDC_FILE = /design/flow/constraint.sdc
export NUM_CORES = 4
export LEC_CHECK = 1
export CORE_UTILIZATION = 30
export SYNTH_MEMORY_MAX_BITS = 65536

===== design/flow/constraint.sdc =====
current_design Datapath

set clk_period 38.0
set clk_io_pct 0.2

create_clock -name clk0 -period $clk_period [get_ports {clk}]

set non_clock_inputs [all_inputs -no_clocks]
set_input_delay [expr $clk_period * $clk_io_pct] -clock clk0 $non_clock_inputs
set_output_delay [expr $clk_period * $clk_io_pct] -clock clk0 [all_outputs]

===== design/flow/design.v =====
module ControlUnit( instruction, rst, ALUOp, MemtoReg, Branch, MemRead, MemWrite, ALUSrc, RegWrite);
    input [31:0] instruction;
    input rst;
    output reg MemtoReg, RegWrite, MemRead, MemWrite, ALUSrc, Branch;
    output reg [3:0]ALUOp;
    always @(instruction)
        begin
        if (instruction[6:0] == 7'b0110011 & instruction[14:12] == 3'b111 & instruction[31:25] ==7'b0000000) 
            begin
                    MemtoReg=0;
                    MemRead=0;
                    MemWrite=0;
                    ALUOp=4'b0000;
                    ALUSrc=0;
                    RegWrite=1;
                    Branch=0;
            end 
        else if (instruction[6:0] == 7'b0110011 & instruction[14:12] == 3'b000 & instruction[31:25] == 7'b0000000) 
            begin
                    MemtoReg=0;
                    MemRead=0;
                    MemWrite=0;
                    ALUOp=4'b0010;
                    ALUSrc=0;
                    RegWrite=1;
                    Branch=0;
            end
        else if (instruction[6:0] == 7'b0110011 & instruction[14:12] == 3'b110 & instruction[31:25] == 7'b0000000) 
             begin
                    MemtoReg=0;
                    MemRead=0;
                    MemWrite=0;
                    ALUOp=4'b0001;
                    ALUSrc=0;
                    RegWrite=1;
                    Branch=0;
            end
        else if (instruction[6:0] == 7'b1100011 & instruction[14:12] == 3'b000) 
            begin
                    MemtoReg=0;
                    MemRead=0;
                    MemWrite=0;
                    ALUOp=4'b0110;
                    ALUSrc=0;
                    RegWrite=0;
                    Branch=1;
            end
        else if (instruction[6:0] == 7'b1100011 & instruction[14:12] == 3'b100) 
            begin
                    MemtoReg=0;
                    MemRead=0;
                    MemWrite=0;
                    ALUOp=4'b0110;
                    ALUSrc=0;
                    RegWrite=0;
                    Branch=1;
            end
        else if (instruction[6:0] == 7'b0110011 & instruction[14:12] == 3'b000 & instruction[31:25] == 7'b0100000) 
            begin
                    MemtoReg=0;
                    MemRead=0;
                    MemWrite=0;
                    ALUOp=4'b0110;
                    ALUSrc=0;
                    RegWrite=1;
                    Branch=0;
            end
        else if (instruction[6:0] == 7'b0100011 & instruction[14:12] == 3'b010) 
            begin
                    MemtoReg=0;
                    MemRead=0;
                    MemWrite=1;
                    ALUOp=4'b0010;
                    ALUSrc=1;
                    RegWrite=0;
                    Branch=0;
            end
         else if (instruction[6:0] == 7'b0000011 & instruction[14:12] == 3'b010) 
            begin
                    MemtoReg=1;
                    MemRead=1;
                    MemWrite=0;
                    ALUOp=4'b0010;
                    ALUSrc=1;
                    RegWrite=1;
                    Branch=0;
            end
         else if (instruction[6:0] == 7'b0110111) 
            begin
                    MemtoReg=0;
                    MemRead=0;
                    MemWrite=0;
                    ALUOp=4'b0100;
                    ALUSrc=1;
                    RegWrite=1;
                    Branch=0;
            end
         else if (instruction[6:0] == 7'b0010011 & instruction[14:12] == 3'b000) 
            begin
                    MemtoReg=0;
                    MemRead=0;
                    MemWrite=0;
                    ALUOp=4'b0010;
                    ALUSrc=1;
                    RegWrite=1;
                    Branch=0;
            end
         else if (instruction[6:0] == 7'b0010011& instruction[14:12] == 3'b110) 
            begin
                    MemtoReg=0;
                    MemRead=0;
                    MemWrite=0;
                    ALUOp=4'b0001;
                    ALUSrc=1;
                    RegWrite=1;
                    Branch = 0;
            end
        end
endmodule
`timescale 1ns / 1ns
module Instruction_Memory(Address, ReadData1);
parameter BITSIZE = 32;
parameter REGSIZE = 32;
input [REGSIZE-1:0] Address;
output reg [BITSIZE-1:0] ReadData1;
reg [BITSIZE-1:0] memory_file [0:REGSIZE-1];  
always @(Address, memory_file[Address])
begin
ReadData1 = memory_file[Address];
end
integer i;
initial
begin
i = 0;
i = i+1;
memory_file[i] = 32'b000000000001_00000_110_00001_0010011;  
i = i+1;
memory_file[i] = 32'b00000000000000000001_00010_0110111;  
i = i+1;
memory_file[i] = 32'b0000000_00010_00001_110_00011_0110011;  
i = i+1;
memory_file[i] = 32'b0000000_00011_00001_111_00100_0110011;  
i = i+1;
memory_file[i] = 32'b0_000000_00100_00001_000_0010_0_1100011;  
i = i+1;
memory_file[i] = 32'b0000000_00010_00001_000_00001_0110011;  
i = i+1;
memory_file[i] = 32'b0_000000_00001_00010_100_0011_0_1100011;  
i = i+1;
memory_file[i] = 32'b0100000_00100_00001_000_00001_0110011;  
i = i+1;
memory_file[i] = 32'b0000000_00011_00010_010_01111_0100011;  
i = i+1;
memory_file[i] = 32'b000000001111_00000_010_00001_0000011;  
end
endmodule
`timescale 1ns / 1ns
module Alu(
	input wire [31:0] a_data,
	input wire [31:0] b_data,
	input wire [3:0] alu_op,
	output reg [31:0] out,
    output reg zero,minus,  
	input wire clk,
	input wire rst
);	
	always @(*) begin
		case (alu_op)
			4'b0000:   out = a_data & b_data;
			4'b0001:    out = a_data | b_data;
			4'b0010:   out = a_data + b_data;
			4'b0110:   out = a_data - b_data;
			4'b0111:   out = a_data < b_data;
			4'b1100:   out = ~(a_data | b_data);
			4'b0011:  out = a_data + 1;
			4'b0100:   out = b_data & 32'hFFFFF000;
			 default:  out = 32'b0;
		endcase
		if (out == 32'b0) begin 
            zero <= 1'b1;
        end else begin
            zero <= 1'b0;
        end
	    if (out[31] == 1'b1) begin
	       minus <=1'b1;
	    end else begin
	       minus <=1'b0;
	    end
	end
endmodule
`timescale 1ns / 1ps
module DataMemory(ReadData, ReadEnable, WriteData, WriteEnable, MemoryAddress, clk, rst);
    parameter BITSIZE = 64;
    parameter REGSIZE = 64;
    input [$clog2(REGSIZE)-1:0] MemoryAddress;;
    input [BITSIZE-1:0] WriteData;
    input WriteEnable, ReadEnable;
    output reg [BITSIZE-1:0] ReadData;
    input clk, rst;
    reg [BITSIZE-1:0] data_mem_file [REGSIZE-1:0];   
    initial
    begin
        data_mem_file[0] = 64'b0;  
        ReadData = 0;
    end
    integer i;                                  
    always @(*)
        begin
            if (ReadEnable && MemoryAddress != 63)
                ReadData = data_mem_file[MemoryAddress];
        end
    always @(posedge clk)
        begin
            if (rst)
                for (i=0; i<REGSIZE; i=i+1) data_mem_file[i] <= 32'b0; 
            else
            begin
                if (WriteEnable && MemoryAddress != 0)
                    data_mem_file[MemoryAddress] <= WriteData; 
            end
        end
endmodule
`timescale 1ns / 1ps
module Datapath(
        clk,rst, 
        ins_Addr,
        ins,
        aluOutput,memWriteData,memReadData,MemWrite,MemRead,
        rReadSelect1,rReadSelect2,rWriteSelect,rWriteData,rWriteEnable,rReadData1,rReadData2,
        ALUOp, branch, ALUSrc, MemtoReg, ALU_input2, 
        immediate, flag_zero,flag_minus
    );
    input wire clk,rst;
    output wire [31:0] ins; 
    output wire [31:0] ins_Addr; 
    input wire [31:0] memReadData; 
    output wire [31:0] aluOutput; 
    output wire [31:0] memWriteData; 
    output wire  MemWrite;  
    output wire  MemRead;  
    input wire [31:0] rReadData1, rReadData2;
    output wire [4:0] rReadSelect1, rReadSelect2, rWriteSelect;  
    output wire [31:0] rWriteData;  
    output wire rWriteEnable; 
    output wire [31:0] immediate;
    output wire flag_zero,flag_minus;
    output wire [3:0]ALUOp;
    output wire branch;
    output wire ALUSrc;
    output wire MemtoReg;
    pc_counter pc(
        .clk(clk), 
        .rst(rst), 
        .zero_flag(flag_zero),  
        .branch(branch),  
        .imm(immediate),  
        .pc(ins_Addr),  
        .minus_flag(flag_minus)
    );
    Instruction_Memory im(
        .Address(ins_Addr), 
	    .ReadData1(ins) 
    );
    immediate_generator ig(
        .Read_data1(rReadSelect1), 
        .Read_data2(rReadSelect2), 
        .immediate(immediate),  
        .writeselect(rWriteSelect), 
        .instruction(ins)  
    );
    DataMemory dm(
        .ReadData(memReadData), 
        .MemoryAddress(aluOutput),  
        .ReadEnable(MemRead),  
        .WriteEnable(MemWrite),  
        .WriteData(rReadData2),  
        .clk(clk),
        .rst(rst)
    );
    Register_File rf(
        .ReadData1(rReadData1), 
        .ReadData2(rReadData2), 
        .ReadSelect1(rReadSelect1), 
        .ReadSelect2(rReadSelect2), 
        .address(rWriteSelect),  
        .WriteData(rWriteData),  
        .WriteEnable(rWriteEnable),  
        .clk(clk),
        .rst(rst)
    );
    ControlUnit cu(        
        .ALUOp(ALUOp),  
        .MemtoReg(MemtoReg),  
        .Branch(branch),  
        .MemRead(MemRead),  
        .MemWrite(MemWrite),  
        .ALUSrc(ALUSrc),  
        .RegWrite(rWriteEnable), 
        .instruction(ins),  
        .rst(rst)  
    );
    output wire [31:0] ALU_input2;
    Alu alu(
        .out(aluOutput), 
        .zero(flag_zero),  
        .minus(flag_minus), 
        .a_data(rReadData1), 
        .b_data(ALU_input2), 
        .alu_op(ALUOp), 
        .clk(clk),
        .rst(rst)
    );
    assign memWriteData = rReadData2;
    assign ALU_input2 = (ALUSrc == 1'b1) ? $signed(immediate[31:0]) : rReadData2;
    assign rWriteData = (MemtoReg == 1'b1) ? memReadData : aluOutput;  
endmodule
`timescale 1ns / 1ps
module immediate_generator(
    input [31:0] instruction,
    output reg [4:0] Read_data1,
    output reg [4:0] Read_data2,
    output reg [31:0]immediate,
    output reg [4:0] writeselect
    );
    initial begin 
        immediate = $signed(32'b0);    
    end
    always@(instruction)begin
        case (instruction[6:0])
            7'b0110011: begin  
                    immediate = 32'b0;
                Read_data1 = instruction[19:15];
                Read_data2 = instruction[24:20];
                writeselect = instruction[11:7];
            end
            7'b1100011: begin  
                if (instruction[14:12] == 3'b000) begin  
                    immediate[12] = instruction[31];
                    immediate[10:5] = instruction[30:25];
                    immediate[4:1] = instruction[11:8];
                    immediate[11] = instruction[7];
                end
                else if (instruction[14:12] == 3'b100) begin  
                    immediate[12] = instruction[31];
                    immediate[10:5] = instruction[30:25];
                    immediate[4:1] = instruction[11:8];
                    immediate[11] = instruction[7];
                end
                Read_data1 = instruction[19:15];
                Read_data2 = instruction[24:20];
            end
            7'b0100011: begin  
                if (instruction[14:12] == 3'b010)
                    immediate[11:5] = instruction[31:25];
                    immediate[4:0] = instruction[11:7];
                Read_data1 = instruction[19:15];
                Read_data2 = instruction[24:20];
            end
           7'b0000011: begin  
                Read_data1 = instruction[19:15];
                Read_data2 = 5'b0;
                immediate[11:0] = instruction[31:20];
                writeselect = instruction[11:7];
            end
           7'b0110111: begin  
                Read_data1 = 5'b0;
                Read_data2 = 5'b0;
                immediate[31:12] = instruction[31:12];
                writeselect = instruction[11:7];
            end
          7'b0010011: begin  
                Read_data1 = instruction[19:15];
                Read_data2 = 5'b0;
                immediate[11:0] = instruction[31:20];
                writeselect = instruction[11:7];
            end
        endcase
    end
endmodule
`timescale 1ns / 1ps
module pc_counter(
    input clk,
    input rst,
    input zero_flag,
    input minus_flag,
    input branch,
    input [31:0] imm,
    output reg [31:0] pc
);
    always @ (posedge clk) begin
        if (rst) begin
            pc <= 32'h1;
        end
        else if ((branch == 1 && (zero_flag == 1||minus_flag ==1))) begin
            pc <= pc + $signed(imm);
        end
        else
            pc <= pc + 1'b1;
    end
endmodule
`timescale 1ns / 1ns
module Register_File(ReadSelect1, ReadSelect2, address, WriteData, WriteEnable, ReadData1, ReadData2, clk, rst);
    parameter BITSIZE = 32;
    parameter REGSIZE = 32;
    input [$clog2(REGSIZE)-1:0] ReadSelect1, ReadSelect2, address;
    input [BITSIZE-1:0] WriteData;
    input WriteEnable;
    output reg [BITSIZE-1:0] ReadData1, ReadData2;
    input clk, rst;
    reg [BITSIZE-1:0] reg_file [REGSIZE-1:0];    
    initial
    begin
        reg_file[0] = 32'b0;  
    end
    integer i;                                   
    always @(ReadSelect1, reg_file[ReadSelect1])
        begin
            ReadData1 = reg_file[ReadSelect1];
        end
    always @(ReadSelect2, reg_file[ReadSelect2])
        begin
            ReadData2 = reg_file[ReadSelect2];
        end
    always @(posedge clk)
        begin
            if (rst)
                for (i=0; i<REGSIZE; i=i+1) reg_file[i] <= 32'b0;  
            else
            begin
                if (WriteEnable && address != 0)
                    reg_file[address] <= WriteData;  
            end
        end
endmodule

==> metrics.cfg <==
[yosys]
synth_top_flop_cell = edfxtp_1
async_flop_share_pct = 0
ys_area_um2 = 120000
synth_top_cell_by_area = edfxtp_1
ys_ff = 2676
yosysCellCount = 10014
edf_count = 2560
yosysWarningCount = 10
common_cells = 2722 x nor2_1, 2560 x edfxtp_1, 831 x clkbuf_1
top_area_share_pct = 64.1
synth.area.top_cells = edfxtp_1 64%, nor2_1 8.5%, a22oi_1 4.2%
ys_types = 86
most_common_cell = nor2_1

[outcome]
flow.stopped_at = synthesis
outcome = aborted with a tool error
error = ERROR: Found 96 problems in 'check -assert'.

-- cells by family after synthesis --
family                   synth area share [%]
AND/OR/NAND/NOR                          12.7
flip-flops                               65.0
AND-OR/OR-AND                            9.55
buffers and inverters                    3.92
multiplexers                             5.95
adder cells (fa/ha/maj)                  1.63
latches                                 0.827
XOR/XNOR                                0.475
other                                 0.00626
